`/design/flow/design.v`:
```
module padder (
    input ACLK,
    input TLAST,
    input [2:0] byte_num,  
    input [63:0] din,
    output [63:0] dout );
logic [63:0] d_reg;
always @(posedge ACLK) begin
    if (TLAST == 1'b1)
        case (byte_num)
            0: d_reg =              64'h0100000000000000;
            1: d_reg =  {din[63:56], 56'h01000000000000};
            2: d_reg =  {din[63:48], 48'h010000000000};
            3: d_reg =  {din[63:40], 40'h0100000000};
            4: d_reg =  {din[63:32], 32'h01000000};
            5: d_reg =  {din[63:24], 24'h010000};
            6: d_reg =  {din[63:16], 16'h0100};
            7: d_reg =  {din[63:8],   8'h01};
            default: d_reg = din;
        endcase
    else
        d_reg = din;
end
assign dout = d_reg;
endmodule
```
`/design/flow/run.sh`:
```
#!/bin/bash
# OpenROAD 26Q1-2900-gdf79404cd8, Yosys 0.63+post, stock flow scripts
make -C /OpenROAD-flow-scripts/flow DESIGN_CONFIG=/design/flow/config.mk WORK_HOME=/design/flow/orfs finish
```
`/design/flow/constraint.sdc`:
```
current_design padder

set clk_period 3.3
set clk_io_pct 0.2

create_clock -name clk0 -period $clk_period [get_ports {ACLK}]

set non_clock_inputs [all_inputs -no_clocks]
set_input_delay [expr $clk_period * $clk_io_pct] -clock clk0 $non_clock_inputs
set_output_delay [expr $clk_period * $clk_io_pct] -clock clk0 [all_outputs]
```
`/design/flow/config.mk`:
```
export PLATFORM = sky130hd
export DESIGN_NAME = padder
export DESIGN_NICKNAME = padder
export VERILOG_FILES = /design/flow/design.v
export SDC_FILE = /design/flow/constraint.sdc
export NUM_CORES = 4
export LEC_CHECK = 1
export CORE_UTILIZATION = 30
```
==> flow_summary.toml <==
# physical design summary
[outcome]
status = "finished, final reports clean"

[global_routing]
grt_pass1_vias = 1355
antenna_found_initial = 0
use_met2_pct = 19.17
gr-usage-all-layers_pct = 13.20
busiest_layer = "met2"
grt_remaining_overflow = 0
gr-usage-met1_pct = 17.58
grt_pass1_wl_um = 6451
grt_max_degree = 27
gr-usage-met3_pct = 8.005

[power]
powerDensity_nw_per_um2 = 507.6
switching_power_mw = 0.3293
p_leak_nw = 1.396
total_power_mw = 1.777
vdd_drop_max_v = 0.0003615
internal_power_mw = 1.448
p_seq_share_pct = 47.1
pwr-share-comb_pct = 12.6
swShare_pct = 18.53
clockPowerShare_pct = 40.3

[clock_tree]
cts_root_buf = "clkbuf_8"
cts-buffers-inserted = 9
cts.reportedPaths.clkPinSlew_ns = 0.07
cts.htree.levels = 3
postCtsResizedCells = 0
cts_tree = "built"
post_cts_buffers = 0
postCtsHoldBufs = 0
clockBufferDepth = 2
cts_num_sinks = 64

[hold_path]
hold_path.class = "input pin to register"

[sta]
timing.hold.ws_ns = 0.8651
relSlewSlack_pct = 56.22
fin_crit_ns = 1.920
finalSetupViolCount = 0
min_period_over_period_pct = 58.20
setup_ws_ns = 1.380
finalHoldViolations = 0
maxSlewViolCount = 0
rsz0062_at_grt = "false"
final.setup.tns_ns = 0
fmax_ghz = 0.5207
tightest_slew_ns = 0.6499

[routing]
routed_wl_um = 4407
postRouteAntennaNets = 0
viasPerCell = 4.086
drt_iter0_drc = 25
wire_per_inst_um = 11.91
num_antenna_cells = 0
drc = 0
route.vias.total = 1512
dr.pass1.iters = 3

[final_layout]
syn_to_final_growth_pct = 82.76
stdcell_count = 370
fin_area_um2 = 3501
largest_reg_flops = 64
layout-drive-gt1-share_pct = 6.441
fin_util_pct = 58.10
fillers = 507
final_cell_mix = "132 x clkdlybuf4s50_1, 64 x dfxtp_1, 30 x nor2b_1, 21 x a21boi_0, 10 x clkbuf_8"
lay_top_count = "clkdlybuf4s50_1"

[floorplanning]
rows = 28
fp_util_pct = 31.79
dieHeight_um = 81.91
core_area_um2 = 6026
die-area_um2 = 6709
die_w_um = 81.91
io_pins = 133

[placement]
place.port_buffers = 132
place_area_um2 = 3287
place_inst = 354
place.gp.congestion = 0.6957
post-place-ws_ns = 0.9911
dp_hpwl_um = 3193

[yosys]
yosys_area_um2 = 1916
syn_area_um2 = 1916
ys_cells = 153
ys.warnings.count = 1
synth.avg_cell_area_um2 = 12.52
top_area_share_pct = 66.88
ys_seq_share_pct = 66.88
ys.flops = 64
syn_inst = 153
yosys-top-cells-area = "dfxtp_1 67%, nor2b_1 9.8%, a21boi_0 8.2%"
top_area_cell = "dfxtp_1"
yosysUniqueCellTypes = 23

[setup_path]
startpoint_type = "input pin"
cp_top_family = "AND-OR/OR-AND gates"
crit_arrival_ns = 2.11
cp_data_required_time_ns = 3.49
cp-end-kind = "register"
crit_chain = "clkdlybuf4s50_1 > o21ai_0 > a21boi_0"
crit_type = "input pin to register"
cp_slowest_stage_delay_ns = 0.63
crit_path_top_delay_cell = "clkdlybuf4s50_1"
cp_num_buf_inv = 1
crit_fanout = 9

[job]
maxCapViolCount = 0
warning_count = 25
-- final timing paths --
path,start,to,slack (ns),cells past startpoint
hold / removal,din[32],d_reg[32]$_DFF_P_,0.87,3
setup / recovery,byte_num[1],d_reg[31]$_DFF_P_,1.38,3
-- synthesized netlist by cell type --
master    number
dfxtp_1       64
nor2b_1       30
a21boi_0      21
and2b_1        5
inv_1          5
a21oi_1        3
nand3_1        3
buf_2          2
buf_4          2
buf_6          2
mux2i_1        2
nand2b_1       2
or3b_1         2
a21boi_2       1
clkbuf_1       1
mux2_4         1
nand2_1        1
nand4b_1       1
nor2b_2        1
nor3b_4        1
nor4b_4        1
o21ai_0        1
or2_1          1
-- logic make-up (layout without fill, tap and decap cells) --
| logic type | Yosys count | in the layout | share of synthesized area (%) |
|---|---|---|---|
| buffers and inverters | 12 | 154 | 3.657 |
| muxes | 3 | 3 | 1.829 |
| AOI/OAI and AO/OA | 26 | 26 | 9.862 |
| DFF | 64 | 64 | 66.88 |
| and+or+nand+nor | 48 | 48 | 17.77 |
-- power groups by stage --
stage	Clock, mW	Sequential [mW]	Combinational, mW
global route	0.774	0.842	0.247
finish	0.716	0.837	0.225
CTS	0.742	0.837	0.229
-- layer usage --
| layer | routed length [µm] | vias up |
|---|---|---|
| li1 | - | 765 |
| met1 | 1750 | 662 |
| met2 | 1982 | 80 |
| met3 | 620 | 5 |
| met4 | 53 | 0 |
| met5 | 0 | - |
-- layout make-up --
cell class,count,area [µm²],share of cell area [%]
well taps,75,93.84,2.680
inverters,5,18.77,0.5361
flip-flops and latches,64,1281,36.60
multi-input cells,77,564.3,16.12
clock buffers,13,148.9,4.253
clock inverters,3,65.06,1.858
repair buffers,133,1329,37.96
Power and IR drop assume default switching activity.
